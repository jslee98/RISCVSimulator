==> /design/flow/design.v <==
module MUX(input wire op1sel, input wire [31:0] rs1, input wire [19:0] upperimm, output reg [31:0] out);
always @ ( op1sel, rs1, upperimm ) begin
  if (op1sel == 0 ) begin
    out = rs1;
  end
  if (op1sel == 1) begin
    out = upperimm;
  end
end
endmodule
==> /design/flow/run.sh <==
#!/bin/bash
# OpenROAD 26Q1-2900-gdf79404cd8, Yosys 0.63+post, stock flow scripts
make -C /OpenROAD-flow-scripts/flow DESIGN_CONFIG=/design/flow/config.mk WORK_HOME=/design/flow/orfs finish
==> /design/flow/config.mk <==
export PLATFORM = sky130hd
export DESIGN_NAME = MUX
export DESIGN_NICKNAME = MUX
export VERILOG_FILES = /design/flow/design.v
export SDC_FILE = /design/flow/constraint.sdc
export NUM_CORES = 4
export LEC_CHECK = 1
export CORE_AREA = 10 10 70 70
export DIE_AREA = 0 0 80 80
==> /design/flow/constraint.sdc <==
current_design MUX

set clk_period 1.0
set clk_io_pct 0.2

create_clock -name clk0 -period $clk_period

set non_clock_inputs [all_inputs -no_clocks]
set_input_delay [expr $clk_period * $clk_io_pct] -clock clk0 $non_clock_inputs
set_output_delay [expr $clk_period * $clk_io_pct] -clock clk0 [all_outputs]
==> out/qor.yml <==
outcome: "finished, violations left"
failed_checks: "setup timing"
finalHoldViolCount: 0
post-route-period-util_pct: 107
final.clkbuf_count: 0
ys_sh_aoi_pct: 0
area_figure_in_the_yosys_stat_output_um2: 328
globalplace.congestion: 0.867
first_pass_grt_wire_length_um: 4210
dpl_cell_area_um2: 1240
synth.mux.area_fraction_pct: 68.7
synth.top_cells.by_area: "sky130_fd_sc_hd__mux2_2 69%, sky130_fd_sc_hd__nor2b_1 23%, sky130_fd_sc_hd__buf_6 6.9%, sky130_fd_sc_hd__buf_2 1.5%"
detailroute.via_count: 643
timing.critical_path.depth: 4
mappedNetlistArea_um2: 328
number_of_library_cell_types_mapped_by_synthesis: 4
simple_gate_area_share_pct: 22.9
portBuffers: 85
cp.buffers_inverters: 3
post-route-cell-area_um2: 1310
die-height_um: 80
post-synth-top-count-cell: "sky130_fd_sc_hd__mux2_2"
vias_per_cell: 3.80
fp-row-count: 21
peakVddDrop_mv: 0.138
maximum_number_of_pins_on_one_net_before_global_route_repair: 10
detail_route.first_pass.iterations: 2
critical_path_arrival_ns: 0.87
stage_log_warnings: 34
grt_util_met3_pct: 5.23
layout_cells_sized_above_1_pct: 51.2
slew_at_the_pin_closest_to_its_max_slew_limit_ns: 0.0963
crit_path_category: "in -> out"
fillerInstances: 358
maxSlewHeadroom_pct: 93.6
worst_ep_required_time_ns: 0.80
crit_start: "op1sel"
post-dp-hpwl_um: 2330
ios: 85
clkPwrFrac_pct: 0
synth.cellmix.adderShare_pct: 0
grtUsageMet1_pct: 9.23
synth-xor-area-share_pct: 0
power.combinational.fraction_pct: 100.0
grt_overflow_total: 0
timing.critical_path.cells: "buf_12 > buf_16 > mux2_4 > buf_6"
p_int_uw: 374
post-route-min-period_ns: 1.07
netlist.top_cell.by_area: "sky130_fd_sc_hd__mux2_2"
total_die_size_um2: 6400
setup.worst_path.end_class: "output pin"
hold_buffers: 0
start_kind: "primary input"
design_power_total_uw: 496
antenna_found_initial: 0
timing.hold.worst.start: "rs1[27]"
critPathMaxFanout: 6
synth-seq-area-share_pct: 0
totalWireLength_um: 2930
number_of_cells_on_the_worst_hold_path: 3
swShare_pct: 24.7
gr-usage-all-layers_pct: 8.31
n_antenna_cell: 0
die_x_um: 80
path_delay_family: "buffers and inverters"
nFlopsAndLatches: 0
yosys-dominant-comb-family: "multiplexers"
antenna_left: 0
drt-wirelength-per-cell_um: 17.3
syn-mean-instance-area_um2: 9.37
first_global_vias: 717
layout_overhead_on_the_synthesized_area_pct: 298
cp_slowest_cell: "sky130_fd_sc_hd__mux2_4"
switchingPower_uw: 123
drv.max_cap_violation_count: 0
slowest_stage_delay_on_critical_path_ns: 0.30
top_cells_by_count: "20 x sky130_fd_sc_hd__mux2_2, 12 x sky130_fd_sc_hd__nor2b_1, 2 x sky130_fd_sc_hd__buf_6"
fin_ws_ns: -0.0736
globalRouteMet2Util_pct: 14.0
power.density_cell_area_nw_per_um2: 380
init_core_util_pct: 9.60
grt_peak_use_layer: "met2"
synthesis.instances: 35
yosysCellCount: 35
drt_drc_violations_left: 0
drv_slew: 0
ff_latch_area_um2: 0
finalSetupViolCount: 25
first_iter_violations: 15
netlist.area_leader.share_pct: 68.7
synth-warning-count: 1
design.core.area_um2: 3420
power.sequential.fraction_pct: 0
power_leakage_nw: 0.712
fmax_mhz: 931
min-delay-path-class: "in -> out"
unrepaired_setup_endpoints_after_global_routing: "yes"
## through the flow
stage / hold WS, ns / TNS [ns] / std cells / setup slack, ns / utilization (%)
after floorplan: 0.463 / 0 / 35 / 0.183 / -
after detailed placement: 1.31 / -26.39 / 165 / -0.877 / 36.2
final: 0.782 / -1.43 / 169 / -0.0736 / 38.2
after CTS: 0.787 / -1.56 / 169 / -0.0788 / 36.1
after global placement: 1.31 / -26.37 / 165 / -0.880 / 36.2
after global routing: 0.807 / -2.08 / 169 / -0.0963 / 38.2
## kinds of logic after synthesis
family        Yosys count
mux                    20
buf+inv                 3
simple gates           12
## worst paths after layout
| path | end | slack [ns] |
|---|---|---|
| worst max-delay path | out[0] | -0.07 |
| worst min-delay path | out[27] | 0.78 |
## power by group through the flow
stage | Clock (mW) | Combinational (mW) | Sequential [mW]
CTS | 0 | 0.462 | 0
global route | 0 | 0.534 | 0
finish | 0 | 0.496 | 0
## tightest hold or removal path, stage by stage
cell	delay [ns]
sky130_fd_sc_hd__dlygate4sd2_1	0.18
sky130_fd_sc_hd__nor2b_1	0.10
sky130_fd_sc_hd__buf_2	0.10
## per-layer routing
metal | routed length (um) | up-vias
li1 | - | 300
met1 | 1050 | 283
met2 | 1380 | 60
met3 | 497 | 0
met4 | 0 | 0
met5 | 0 | -
## area by class of cell
cell class | instances | area [um^2] | area share (%)
multi-input cells | 32 | 395 | 30.3
well taps | 46 | 57.6 | 4.41
repair buffers | 91 | 852 | 65.3
## layout by cell type (no fill, tap or decap), drive strengths merged
cell         count
nor2b           12
dlygate4sd2     52
mux2            20
buf             39
## repair_timing
action | 4_1_cts | 5_1_grt
setup buffers | 1 | 0
cloned | 3 | 0
resized | 189 | 13
hold endpoints to repair | 0 | 0
endpoints found under the setup margin | 32 | 31
Power and IR drop assume default switching activity.
