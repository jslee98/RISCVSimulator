==> design/flow/design.v <==
module MUX4(input wire [1:0] wb_sel, input wire [31:0] alu, input wire [31:0] csr_reg, input wire [31:0] pc_4, input wire [31:0] rdata,
            input wire [1:0] op2sel, input wire [31:0] pc, input wire [11:0] immi, input wire [19:0] imms, input wire [31:0] rs2,
            output reg [31:0] op2_out, output reg [31:0] wb_out);
always @ ( wb_sel, alu, rdata, pc_4, csr_reg ) begin
  case (wb_sel)
    2'b00: begin
      wb_out <= alu;
    end
    2'b01: begin
      wb_out <= rdata;
    end
    2'b10: begin
      wb_out <= pc_4;
    end
    2'b11: begin
      wb_out <= csr_reg;
    end
  endcase
end
always @ ( op2sel, rs2, immi, pc, imms ) begin
  case (op2sel)
    2'b00: begin
      op2_out <= rs2;
    end
    2'b01: begin
      op2_out <= $signed(immi);
    end
    2'b10: begin
      op2_out <= pc;
    end
    2'b11: begin
      op2_out <= $signed(imms);
    end
  endcase
end
endmodule
==> design/flow/run.sh <==
#!/bin/bash
# OpenROAD 26Q1-2900-gdf79404cd8, Yosys 0.63+post, stock flow scripts
make -C /OpenROAD-flow-scripts/flow DESIGN_CONFIG=/design/flow/config.mk WORK_HOME=/design/flow/orfs finish
==> design/flow/config.mk <==
export PLATFORM = sky130hd
export DESIGN_NAME = MUX4
export DESIGN_NICKNAME = MUX4
export VERILOG_FILES = /design/flow/design.v
export SDC_FILE = /design/flow/constraint.sdc
export NUM_CORES = 4
export LEC_CHECK = 1
export CORE_AREA = 10 10 120 120
export DIE_AREA = 0 0 130 130
==> design/flow/constraint.sdc <==
current_design MUX4

set clk_period 1.1
set clk_io_pct 0.2

create_clock -name clk0 -period $clk_period

set non_clock_inputs [all_inputs -no_clocks]
set_input_delay [expr $clk_period * $clk_io_pct] -clock clk0 $non_clock_inputs
set_output_delay [expr $clk_period * $clk_io_pct] -clock clk0 [all_outputs]
==> results.sh <==
# physical design summary
export IMPL_outcome="finished, violations left"
export IMPL_violations="negative setup slack"
export IMPL_grt_pass1_vias=2638
export IMPL_synth_distinct_cells=7
export IMPL_cp_num_cells=6
export IMPL_crit_path_max_incr_delay_ns=0.47
export IMPL_critical_path_class="in2out"
export IMPL_num_vias=2328
export IMPL_drive_gt1_share_pct=45.0
export IMPL_firstDrtPassIters=4
export IMPL_yosys_area_mm2=0.00163
export IMPL_power_density_mw_per_mm2=348
export IMPL_worst_hold_path_type="in2out"
export IMPL_grt_max_degree=18
export IMPL_worst_path_max_fanout=7
export IMPL_io_buffer_count=292
export IMPL_die_area_mm2=0.0169
export IMPL_required_ns=0.88
export IMPL_nFillCells=1220
export IMPL_coreArea_mm2=0.0119
export IMPL_wl_met2_um=7000
export IMPL_log_warning_count=35
export IMPL_path_common_cell="buf_12"
export IMPL_syn_inst=82
export IMPL_utilization_pct=38.6
export IMPL_slew_violations=0
export IMPL_crit_slowest_cell="mux4_2"
export IMPL_track_usage_pct=14.2
export IMPL_yosysTopAreaCell="mux4_2"
export IMPL_critPathBufInv=5
export IMPL_lay_top_count="dlygate4sd2_1"
export IMPL_die_h_um=130
export IMPL_nClkBuffers=0
export IMPL_hold_viol=0
export IMPL_ys_seq_share_pct=0
export IMPL_routedWlPerCell_um=23.1
export IMPL_gp_congestion=0.894
export IMPL_final_min_clock_period_ns=1.45
export IMPL_postRouteAntennaNets=0
export IMPL_rsz0062_at_grt="true"
export IMPL_drcViolationCount=0
export IMPL_crit_arrival_ns=1.23
export IMPL_fin_cells=546
export IMPL_maxSlewHeadroom_pct=90.0
export IMPL_wl_met3_um=1610
export IMPL_cp_top_family="buffers and inverters"
export IMPL_grt_first_pass_wirelength_um=17400
export IMPL_grt_overflow=0
export IMPL_layout_top_cells="dlygate4sd2_1 (202), mux4_2 (64), buf_2 (59)"
export IMPL_worst_setup_path_start_kind="input pin"
export IMPL_drt_total_wl_um=12600
export IMPL_ff_count=0
export IMPL_fin_crit_sh_pct=132
export IMPL_end_kind="output port"
export IMPL_viasPerCell=4.26
export IMPL_fmax_ghz=0.688
export IMPL_rows=40
export IMPL_peakVddDrop_mv=0.147
export IMPL_pin_count=292
export IMPL_drv_cap=0
export IMPL_p_leak_nw=2.16
export IMPL_tightest_slew_ns=0.151
export IMPL_drtIter0Drc=23
export IMPL_dp_cells=523
export IMPL_antenna_found_initial=8
export IMPL_top_layer="met5"
export IMPL_postLayoutSetupSlackWorst_ns=-0.354
export IMPL_hpwl_um=11400
export IMPL_avgSynthCellArea_um2=19.9
export IMPL_die_x_um=130
export IMPL_synth_area_mm2=0.00163
export IMPL_yosysCellCount=82
export IMPL_met1_length_um=3860
export IMPL_crit_chain="buf_8, buf_12, buf_12, buf_6, mux4_2, buf_2"
export IMPL_seq_area_um2=0
export IMPL_ctsHoldBuffers=0
export IMPL_synth_top_cell_area_share_pct=82.8
export IMPL_topCellsByArea="mux4_2 (83%), mux4_1 (6.4%), buf_6 (4.1%)"
export IMPL_syn_to_final_growth_pct=182
export IMPL_fp_util_pct=13.7
export IMPL_ys_warn_count=1
export IMPL_holdPathStages=3
export IMPL_finalSetupViolCount=64
-- cells in the mapped netlist --
cell type,number
mux4_1,4
buf_2,3
clkbuf_1,3
buf_6,6
buf_4,3
buf_12,3
mux4_2,60
-- where the power goes --
part | internal (W) | leakage [nW] | switching [W]
logic | 0.00117 | 2.16 | 0.000424
registers | 0 | 0 | 0
clock network | 0.000000000732 | 0.0000380 | 0
-- stage by stage --
stage                     TNS (ns)  total power (W)  instance area [µm²]  setup WS, ns  hold slack [ns]
after floorplan              -1.93         0.000534                 1670       -0.0424            0.526
after detailed placement    -51.76          0.00192                 4760        -0.895             1.37
after CTS                   -14.90          0.00162                 4540        -0.370            0.837
after global routing        -15.95          0.00171                 4600        -0.398            0.854
final                       -14.02          0.00160                 4600        -0.354            0.833
after global placement      -51.75          0.00191                 4760        -0.908             1.37
-- cell families after synthesis --
| family | share of synthesized area (%) |
|---|---|
| buffers and inverters | 10.8 |
| muxes | 89.2 |
-- per-layer routing --
metal | track usage (%) | up-vias
li1 | - | 1056
met1 | 14.6 | 1099
met2 | 26.6 | 161
met3 | 6.46 | 10
met4 | 1.32 | 2
met5 | 0 | -
-- timing repair --
action	CTS	global route
endpoints found under the setup margin	64	64
resized	514	9
setup buffers	9	3
cloned	6	0
-- cell type report --
class | instances | area [µm²] | area share, %
antenna | 6 | 15.0 | 0.327
multi-input combinational | 64 | 1440 | 31.3
tap | 147 | 184 | 4.00
timing repair buffer | 329 | 2960 | 64.3
-- worst paths after layout --
| kind | endpoint | startpoint | slack (ns) |
|---|---|---|---|
| max | op2_out[16] | op2sel[1] | -0.35 |
| min | op2_out[27] | rs2[27] | 0.83 |
No activity file was given, so power comes from the tool's default toggle rates.
